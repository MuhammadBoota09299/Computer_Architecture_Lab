## /design/flow/design.v

```verilog
package cep_define;
typedef enum logic [11:0] {
    CSR_PMPCFG0  = 12'h3A0,
    CSR_PMPCFG1  = 12'h3A1,
    CSR_PMPCFG2  = 12'h3A2,
    CSR_PMPCFG3  = 12'h3A3,
    CSR_PMPADDR0  = 12'h3B0,
    CSR_PMPADDR1  = 12'h3B1,
    CSR_PMPADDR2  = 12'h3B2,
    CSR_PMPADDR3  = 12'h3B3,
    CSR_PMPADDR4  = 12'h3B4,
    CSR_PMPADDR5  = 12'h3B5,
    CSR_PMPADDR6  = 12'h3B6,
    CSR_PMPADDR7  = 12'h3B7,
    CSR_PMPADDR8  = 12'h3B8,
    CSR_PMPADDR9  = 12'h3B9,
    CSR_PMPADDR10 = 12'h3BA,
    CSR_PMPADDR11 = 12'h3BB,
    CSR_PMPADDR12 = 12'h3BC,
    CSR_PMPADDR13 = 12'h3BD,
    CSR_PMPADDR14 = 12'h3BE,
    CSR_PMPADDR15 = 12'h3BF
} pmp_csr_e;
typedef struct packed {
    logic        L;       
    logic [1:0]  reserved;  
    logic [1:0]  A;       
    logic        X;       
    logic        W;       
    logic        R;       
} pmpcfg;
typedef enum logic[1:0] { 
    OFF,
    TOR,
    NA4,
    NAPOT
 } mode;
typedef enum logic[1:0] { 
READ,
WRITE,
EXECUTE,
NOTHING
} operations;
endpackage
package packages;
    typedef enum logic [6:0] {
        R_TYPE = 7'b0110011,
        I_TYPE = 7'b0010011,
        STORE  = 7'b0100011,
        LOAD   = 7'b0000011,
        BRANCH = 7'b1100011,
        LUI    = 7'b0110111,
        AUIPC  = 7'b0010111,
        JAL    = 7'b1101111,
        JALR   = 7'b1100111
    } Opcodes;
    typedef enum logic [3:0] {
        ADD  = 4'b0000,
        SUB  = 4'b0001,
        SLL  = 4'b0010,
        SLT  = 4'b0100,
        SLTU = 4'b0110,
        XOR  = 4'b1000,
        SRL  = 4'b1010,
        SRA  = 4'b1011,
        OR   = 4'b1100,
        AND  = 4'b1110,
        PASS = 4'b0011
    } Alu_op;
    typedef enum logic [2:0] {
        BEQ  = 3'b000,
        BNE  = 3'b001,
        PC   = 3'b010,
        ALU  = 3'b011,
        BLT  = 3'b100,
        BGE  = 3'b101,
        BLTU = 3'b110,
        BGEU = 3'b111
    } Br_type;
    typedef enum logic [2:0] {
        LB_SB = 3'b000,
        LH_SH = 3'b001,
        LW_SW = 3'b010,
        LBU   = 3'b100,
        LHU   = 3'b101
    } load_store;
    parameter UART_BASE_ADDRESS = 28'h1600000;
    typedef enum logic [3:0] {
        STATUS_REG = 4'h0,
        DATA_REG   = 4'h4,
        CTRL_REG   = 4'h8,
        BAUD_REG   = 4'hC
    } uart_reg_address_t;
endpackage
import packages::*;
module alu (
    input logic [31:0]rs1,rs2,
    input logic [3:0] alu_op,
    output logic [31:0]result
);
    always_comb begin 
        case (alu_op)
            ADD:  result = rs1 + rs2;                              
            SUB:  result = rs1 - rs2;                              
            XOR:  result = rs1 ^ rs2;                              
            OR:   result = rs1 | rs2;                              
            AND:  result = rs1 & rs2;                              
            SLL:  result = rs1 << rs2[4:0];                        
            SRL:  result = rs1 >> rs2[4:0];                        
            SRA:  result = $signed(rs1) >>> rs2[4:0];              
            SLT:  result = ($signed(rs1) < $signed(rs2)) ? 1 : 0;  
            SLTU: result = (rs1 < rs2) ? 1 : 0;                    
            PASS: result = rs2;                                    
            default: result = 32'b0;                               
        endcase
    end
endmodule
```

## /design/flow/run.sh

```bash
#!/bin/bash
# OpenROAD 26Q1-2900-gdf79404cd8, Yosys 0.63+post, stock flow scripts
make -C /OpenROAD-flow-scripts/flow DESIGN_CONFIG=/design/flow/config.mk WORK_HOME=/design/flow/orfs finish
```

## /design/flow/config.mk

```make
export PLATFORM = sky130hd
export DESIGN_NAME = alu
export DESIGN_NICKNAME = alu
export VERILOG_FILES = /design/flow/design.v
export SDC_FILE = /design/flow/constraint.sdc
export NUM_CORES = 4
export LEC_CHECK = 1
export CORE_UTILIZATION = 30
```

## /design/flow/constraint.sdc

```tcl
current_design alu

set clk_period 11.2
set clk_io_pct 0.2

create_clock -name clk0 -period $clk_period

set non_clock_inputs [all_inputs -no_clocks]
set_input_delay [expr $clk_period * $clk_io_pct] -clock clk0 $non_clock_inputs
set_output_delay [expr $clk_period * $clk_io_pct] -clock clk0 [all_outputs]
```

==> summary.txt <==
Flow results.

- The average instance area after synthesis is roughly 6.8 um^2.
- According to the floorplan report, the die height is approximately 170 um.
- The HPWL after detailed placement is 34300 um.
- The synthesized netlist handed to floorplanning was reported with a cell count of between 1000 and 1500.
- The end of the worst hold path is result[2].
- The total standard cell area after synthesis is around 8900 um^2.
- The top-area cell type share of the netlist area is about 14%.
- The final timing report lists a hold violation count of 0.
- The number of buffers added on ports is ~100.
- The signed area change from the synthesized netlist to the final layout is 12.6%.
- The run finished with clean final reports.
- After detailed routing, the met2 layer carries around 19000 um of wire.
- The number of gates resized after CTS was 0.
- Per the repair_timing log after CTS, setup buffers inserted total 0.
- The number of antenna violations at the first check in global routing is 4.
- The routability-driven placement congestion ratio is between 1 and 1.5.
- The I/O pin count is ~100.
- The distinct cell type count of the synthesized netlist is slightly above 90.
- From left edge to right edge, the die measures about 170 um.
- The amount of wire on met3 after detailed routing is ~4300 um.
- The final report lists the setup-violating endpoint count as 0.
- The headroom to the max-slew limit is a little under 30%.
- The category of the most critical setup path is in -> out.
- The tightest hold path in the finished design has a slack of ~5.5 ns.
- The total number of vias is between 10000 and 15000.
- The power after layout is 0.515 mW.
- The static leakage power is ~4.2 nW.
- After synthesis, the cell types taking the most area are sky130_fd_sc_hd__ha_1 (14%), sky130_fd_sc_hd__mux4_2 (9.3%), sky130_fd_sc_hd__a21oi_1 (7.8%), sky130_fd_sc_hd__nor2_1 (5.7%), sky130_fd_sc_hd__nand2_1 (5.3%).
- The power spent charging and discharging nets is 0.313 mW.
- The share of the core filled with cells is between 30% and 40%.
- The worst hold path cell count is 7.
- The signal arrival time at the worst endpoint is about 6.5 ns.
- Yosys reports a chip area of 8940 um^2.
- For this run, the detailed router reports a per-instance via density of 6.38.
- Entering global routing, the biggest net connects between 60 and 70 pins.
- The layout stage reports a final design area of between 10000 and 15000 um^2.
- The overall overflow remaining after global route is 0.
- The data required time of the critical path is about 9 ns.
- The placement-stage cell area is 10100 um^2.
- The achievable clock frequency is 114 MHz.
- Per the layout area report, the register area comes to 0 um^2.
- Nets still carrying antenna violations after routing amount to 0.
- Setup repair after global routing left no endpoint under its margin.
- The post-route fraction of the period consumed by the critical path is between 70 and 80%.
- The first global-routing pass estimated between 60000 and 70000 um of wire.
- The logs give a warning total of between 90 and 100.
- The number of DRC violations after detailed routing is 0.
- The total of max-cap violations is 0.
- Looking at the max-slew report, the worst-margin pin has a slew of ~1.1 ns.
- The share of synthesized area occupied by flip-flops and latches is 0%.
- The via count of the first global-routing pass is 10300.
- The flow reported a cell area power density of between 50 and 60 nW/um^2.
- The class of the most critical hold timing path is in -> out.
- The overall fraction of global-route tracks in use is between 20% and 30%.
- Signal nets in the final route climb as high as met5.
- The largest driver fanout on the critical path is 9.
- The aoi/oai-family share of the synthesized area is ~39%.
- The number of warnings issued by yosys is 1.
- The pre-antenna-repair detailed-routing pass consisted of 5 iterations.
- The share of synthesized area spent on multiplexers is between 15 and 20%.
- The count of standard-cell rows is around 62.
- The violation tally from detailed-route iteration zero is approximately 1300.
- The power report lists cell-internal power as ~0.20 mW.
- The routed design shows a wire length per standard cell of 25.7 um.
- The layout cell share with drive strength beyond 1 is between 7 and 8%.
- The xor and xnor fraction of the mapped netlist area is roughly 1.1%.
- The chip footprint is between 30000 and 40000 um^2.
- The switching power as a share of total power is between 60% and 70%.
- VDD sags by at most slightly below 0.02 mV.
- Hold repair after CTS inserted 0 buffers.
- Adding up every negative setup slack in the final design gives 0 ns.
- After Yosys synthesis, and, or, nand and nor cells account for between 10% and 20% of the synthesized area.
- The arithmetic-cell share of the synthesized area counting full adders, half adders and majority gates is ~14%.
- The wire length on met1 is 19100 um.
- Per the detailed-route log, wirelength across all metal layers totals 44200 um.
- The number of inserted filler cells in the final layout is between 3000 and 4000.
- The main logic family after synthesis is AND-OR/OR-AND gates.
- The number of flip-flops and latches is 0.
- The worst setup path is captured at an output pin.
- The area of the core region is 29000 um^2.
- For this design, Yosys synthesis ends with a cell count of ~1300.
- After layout, the minimum clock period comes to just under 9 ns.
- The startpoint type of the worst setup path is a primary input.
- Of all cell types, the one taking the most synthesized area is sky130_fd_sc_hd__ha_1.
- Once the floorplan was initialized, standard cells occupied between 30% and 40% of the core.
- In the finished layout, the clock tree contains a buffer count of 0.
- The launch point of the worst hold path is rs2[2].
- The count of final max-slew check failures is 0.
cells in the mapped netlist (6+ instances only):
cell type and count:
sky130_fd_sc_hd__buf_2 21, sky130_fd_sc_hd__ha_1 99, sky130_fd_sc_hd__nand2_1 125, sky130_fd_sc_hd__o21bai_1 12, sky130_fd_sc_hd__a22oi_1 14, sky130_fd_sc_hd__mux4_2 37, sky130_fd_sc_hd__and2_1 10, sky130_fd_sc_hd__nand2b_1 9
sky130_fd_sc_hd__nor4_1 8, sky130_fd_sc_hd__xnor2_1 8, sky130_fd_sc_hd__o2111ai_1 8, sky130_fd_sc_hd__o211ai_1 31, sky130_fd_sc_hd__nand4_1 11, sky130_fd_sc_hd__a211oi_1 23, sky130_fd_sc_hd__nand3_1 29, sky130_fd_sc_hd__buf_1 11
sky130_fd_sc_hd__a31oi_1 13, sky130_fd_sc_hd__and3_1 11, sky130_fd_sc_hd__o31ai_1 10, sky130_fd_sc_hd__o21ai_1 21, sky130_fd_sc_hd__clkbuf_1 70, sky130_fd_sc_hd__o22ai_1 21, sky130_fd_sc_hd__nor2_1 135, sky130_fd_sc_hd__buf_6 9
sky130_fd_sc_hd__mux2_2 13, sky130_fd_sc_hd__o21ai_0 82, sky130_fd_sc_hd__o221ai_1 8, sky130_fd_sc_hd__mux2i_1 39, sky130_fd_sc_hd__nor2b_1 10, sky130_fd_sc_hd__a211o_1 9, sky130_fd_sc_hd__inv_1 96, sky130_fd_sc_hd__a21o_1 22
sky130_fd_sc_hd__a221oi_1 26, sky130_fd_sc_hd__nor3_1 17, sky130_fd_sc_hd__a21oi_1 140, sky130_fd_sc_hd__a221o_1 10, sky130_fd_sc_hd__or3_1 6
layer usage:
metal / track usage (%) / up-vias
met4: 7.10 / 2
met1: 43.1 / 5248
met3: 5.77 / 89
met2: 43.9 / 632
met5: 0 / -
li1: - / 4975
worst max-delay path: stages:
cell	delay, ns
sky130_fd_sc_hd__clkdlybuf4s50_1	0.75
sky130_fd_sc_hd__inv_1	0.13
sky130_fd_sc_hd__ha_1	0.47
sky130_fd_sc_hd__o21bai_1	0.13
sky130_fd_sc_hd__a21oi_1	0.33
sky130_fd_sc_hd__o31ai_2	0.16
sky130_fd_sc_hd__a41o_1	0.33
sky130_fd_sc_hd__a21oi_1	0.34
sky130_fd_sc_hd__nor2_1	0.10
sky130_fd_sc_hd__a311oi_1	0.55
sky130_fd_sc_hd__o2111ai_1	0.19
sky130_fd_sc_hd__a311o_1	0.35
sky130_fd_sc_hd__clkdlybuf4s50_1	0.42
worst max path at each step:
stage	depth (start not counted)	to	startpoint
after CTS	15	result[26]	rs1[0]
after global routing	15	result[26]	rs1[0]
final	13	result[29]	rs1[1]
cell type report:
class / count / area, um^2 / area share, %
diodes: 1 / 2.50 / 0.0249
inverters: 101 / 379 / 3.77
multi-input cells: 1107 / 8050 / 80.0
well taps: 384 / 480 / 4.78
repair buffers: 123 / 1150 / 11.4
metrics by stage:
stage	setup slack, ns	std cells
after CTS	2.52	1715
after global routing	2.26	1715
final	2.46	1716
after global placement	2.51	1715
after detailed placement	2.53	1715
after floorplan	3.50	1320
power by group through the flow:
| stage | combinational (mW) | clock, mW | sequential [mW] |
|---|---|---|---|
| CTS | 0.505 | 0 | 0 |
| global route | 0.554 | 0 | 0 |
cell usage in the layout, fill, tap and decap left out, types with 10 or more instances in the layout:
master and count:
sky130_fd_sc_hd__and2_1 10, sky130_fd_sc_hd__mux2i_1 39, sky130_fd_sc_hd__nand4_1 11, sky130_fd_sc_hd__nand2_1 125, sky130_fd_sc_hd__a21oi_1 140, sky130_fd_sc_hd__o31ai_1 10
sky130_fd_sc_hd__mux2_2 13, sky130_fd_sc_hd__o21bai_1 12, sky130_fd_sc_hd__o211ai_1 31, sky130_fd_sc_hd__clkdlybuf4s50_1 95, sky130_fd_sc_hd__a221oi_1 26, sky130_fd_sc_hd__ha_1 99
sky130_fd_sc_hd__mux4_2 37, sky130_fd_sc_hd__a31oi_1 13, sky130_fd_sc_hd__a21o_1 22, sky130_fd_sc_hd__a221o_1 10, sky130_fd_sc_hd__a22oi_1 14, sky130_fd_sc_hd__inv_1 96
sky130_fd_sc_hd__a211oi_1 23, sky130_fd_sc_hd__nor2b_1 10, sky130_fd_sc_hd__buf_4 24, sky130_fd_sc_hd__and3_1 11, sky130_fd_sc_hd__nor3_1 17, sky130_fd_sc_hd__o22ai_1 21
sky130_fd_sc_hd__nor2_1 135, sky130_fd_sc_hd__o21ai_1 21, sky130_fd_sc_hd__o21ai_0 82, sky130_fd_sc_hd__nand3_1 29
cell families (layout without fill, tap and decap cells):
family,after synthesis,count (layout)
AND-OR/OR-AND,514,514
AND/OR/NAND/NOR,389,389
buffers and inverters,213,224
adder cells (fa/ha/maj),101,101
multiplexers,92,92
XOR/XNOR,11,11
other,0,1
Power figures rest on the tool's default switching activity, not on a simulated workload.
