### flow/config.mk
export PLATFORM = sky130hd
export DESIGN_NAME = addr_check_n
export DESIGN_NICKNAME = addr_check_n
export VERILOG_FILES = /design/flow/design.v
export SDC_FILE = /design/flow/constraint.sdc
export NUM_CORES = 4
export LEC_CHECK = 1
export CORE_UTILIZATION = 50
### flow/constraint.sdc
current_design addr_check_n

set clk_period 20.3
set clk_io_pct 0.2

create_clock -name clk0 -period $clk_period

set non_clock_inputs [all_inputs -no_clocks]
set_input_delay [expr $clk_period * $clk_io_pct] -clock clk0 $non_clock_inputs
set_output_delay [expr $clk_period * $clk_io_pct] -clock clk0 [all_outputs]
### flow/design.v
package cep_define;
typedef enum logic [11:0] {
    CSR_PMPCFG0  = 12'h3A0,
    CSR_PMPCFG1  = 12'h3A1,
    CSR_PMPCFG2  = 12'h3A2,
    CSR_PMPCFG3  = 12'h3A3,
    CSR_PMPADDR0  = 12'h3B0,
    CSR_PMPADDR1  = 12'h3B1,
    CSR_PMPADDR2  = 12'h3B2,
    CSR_PMPADDR3  = 12'h3B3,
    CSR_PMPADDR4  = 12'h3B4,
    CSR_PMPADDR5  = 12'h3B5,
    CSR_PMPADDR6  = 12'h3B6,
    CSR_PMPADDR7  = 12'h3B7,
    CSR_PMPADDR8  = 12'h3B8,
    CSR_PMPADDR9  = 12'h3B9,
    CSR_PMPADDR10 = 12'h3BA,
    CSR_PMPADDR11 = 12'h3BB,
    CSR_PMPADDR12 = 12'h3BC,
    CSR_PMPADDR13 = 12'h3BD,
    CSR_PMPADDR14 = 12'h3BE,
    CSR_PMPADDR15 = 12'h3BF
} pmp_csr_e;
typedef struct packed {
    logic        L;       
    logic [1:0]  reserved;  
    logic [1:0]  A;       
    logic        X;       
    logic        W;       
    logic        R;       
} pmpcfg;
typedef enum logic[1:0] { 
    OFF,
    TOR,
    NA4,
    NAPOT
 } mode;
typedef enum logic[1:0] { 
READ,
WRITE,
EXECUTE,
NOTHING
} operations;
endpackage
package packages;
    typedef enum logic [6:0] {
        R_TYPE = 7'b0110011,
        I_TYPE = 7'b0010011,
        STORE  = 7'b0100011,
        LOAD   = 7'b0000011,
        BRANCH = 7'b1100011,
        LUI    = 7'b0110111,
        AUIPC  = 7'b0010111,
        JAL    = 7'b1101111,
        JALR   = 7'b1100111
    } Opcodes;
    typedef enum logic [3:0] {
        ADD  = 4'b0000,
        SUB  = 4'b0001,
        SLL  = 4'b0010,
        SLT  = 4'b0100,
        SLTU = 4'b0110,
        XOR  = 4'b1000,
        SRL  = 4'b1010,
        SRA  = 4'b1011,
        OR   = 4'b1100,
        AND  = 4'b1110,
        PASS = 4'b0011
    } Alu_op;
    typedef enum logic [2:0] {
        BEQ  = 3'b000,
        BNE  = 3'b001,
        PC   = 3'b010,
        ALU  = 3'b011,
        BLT  = 3'b100,
        BGE  = 3'b101,
        BLTU = 3'b110,
        BGEU = 3'b111
    } Br_type;
    typedef enum logic [2:0] {
        LB_SB = 3'b000,
        LH_SH = 3'b001,
        LW_SW = 3'b010,
        LBU   = 3'b100,
        LHU   = 3'b101
    } load_store;
    parameter UART_BASE_ADDRESS = 28'h1600000;
    typedef enum logic [3:0] {
        STATUS_REG = 4'h0,
        DATA_REG   = 4'h4,
        CTRL_REG   = 4'h8,
        BAUD_REG   = 4'hC
    } uart_reg_address_t;
endpackage
import cep_define ::*;
module addr_check_n (
    input logic [31:0]addr,addr_n,addr_n_1,
    input logic [1:0]size,
    input logic [1:0]a_n,
    output logic out
);
logic na4_out,napot_out,tor_out;
tor TOR(.*);
na4 NA4(.*);
napot NAPOT(.*);
always_comb begin
    case (a_n)
       2'b00:out =1'b0;
       2'b01:out =tor_out;
       2'b10:out =na4_out;
       2'b11:out =napot_out;
        default: out=1'b0;
    endcase
end
endmodule
module na4 (
    input logic [31:0] addr,addr_n,
    input logic [1:0]size,
    output logic na4_out
    );
    assign na4_out=(addr>=(addr_n))  && ((addr+size) <= (addr_n+3));
endmodule
module napot (
    input logic [31:0] addr,addr_n,
    input logic [1:0]size,
    output logic napot_out
);
logic [4:0]position;
logic [31:0]ones,base,offset;
assign ones=(~(32'b0) << position+1);
assign base=(addr_n & (ones));
assign offset=(32'h8<<position);
assign napot_out=(((base) + (offset-1)) >= (addr+size)) && (addr >= (base));
always_comb begin :priority_circuit
    casez (addr_n)   
        32'b???????????????????????????????0: position = 5'd0;
        32'b??????????????????????????????01: position = 5'd1;
        32'b?????????????????????????????011: position = 5'd2;
        32'b????????????????????????????0111: position = 5'd3;
        32'b???????????????????????????01111: position = 5'd4;
        32'b??????????????????????????011111: position = 5'd5;
        32'b?????????????????????????0111111: position = 5'd6;
        32'b????????????????????????01111111: position = 5'd7;
        32'b???????????????????????011111111: position = 5'd8;
        32'b??????????????????????0111111111: position = 5'd9;
        32'b?????????????????????01111111111: position = 5'd10;
        32'b????????????????????011111111111: position = 5'd11;
        32'b???????????????????0111111111111: position = 5'd12;
        32'b??????????????????01111111111111: position = 5'd13;
        32'b?????????????????011111111111111: position = 5'd14;
        32'b????????????????0111111111111111: position = 5'd15;
        32'b???????????????01111111111111111: position = 5'd16;
        32'b??????????????011111111111111111: position = 5'd17;
        32'b?????????????0111111111111111111: position = 5'd18;
        32'b????????????01111111111111111111: position = 5'd19;
        32'b???????????011111111111111111111: position = 5'd20;
        32'b??????????0111111111111111111111: position = 5'd21;
        32'b?????????01111111111111111111111: position = 5'd22;
        32'b????????011111111111111111111111: position = 5'd23;
        32'b???????0111111111111111111111111: position = 5'd24;
        32'b??????01111111111111111111111111: position = 5'd25;
        32'b?????011111111111111111111111111: position = 5'd26;
        32'b????0111111111111111111111111111: position = 5'd27;
        32'b???01111111111111111111111111111: position = 5'd28;
        32'b??011111111111111111111111111111: position = 5'd29;
        32'b?0111111111111111111111111111111: position = 5'd30;
        32'b01111111111111111111111111111111: position = 5'd31;
        default: position = 5'd0;   
    endcase
end
endmodule
module tor (
    input logic [31:0] addr,addr_n_1,addr_n,
    input logic [1:0]size,
    output logic tor_out
    );
    assign tor_out=(addr>=addr_n_1) && ((addr+size)< (addr_n));;
endmodule
### flow/run.sh
#!/bin/bash
# OpenROAD 26Q1-2900-gdf79404cd8, Yosys 0.63+post, stock flow scripts
make -C /OpenROAD-flow-scripts/flow DESIGN_CONFIG=/design/flow/config.mk WORK_HOME=/design/flow/orfs finish
==> results.txt <==
impl run done, here's what came out: Tightest Pin Transition 929 ps, Rel. slew slack 37.5%, I/O Buffers 101, Most common cell on crit path ha_1, ys cells 1,181, Crit. End Element primary output, fraction of layout cells with a size suffix above 1 2.52%, f_max 60.4 MHz, Detailed Routing Iterations Pass 1 5, Cell Type Count 68, Mean Syn Cell Area 7.28 µm², Final setup viols 0, Antenna Violating Nets Remaining 0, # rows 47, Switch Pwr 0.134 mW, Clock power frac 0%, pwr/cell area 24.7 nW/µm², most numerous logic cell after layout ha_1, synthesis area per yosys 8590 µm², RSZ-0062 raised after global routing no, Cells after Synth 1,181, placed cells 1,490, gp weighted congestion 1.01, Pins Over Slew Limit 0, Top cells by area ha_1 (38%), inv_1 (7.2%), xnor2_1 (6.8%), IO Count 101, layout clock buffer count 0, DR iter-0 viols 450, Reg power frac 0%, dpl ws 3880 ps, CP max FO 12, Die ar. 17,700 µm², initial antenna violation count 0, Startpoint Class primary input, largest net degree at the start of global routing 22, Finished Layout Cells 1,490, fin worst setup slack 3740 ps, top sig layer met4, Top Layout Cells ha_1 (264), inv_1 (165), clkdlybuf4s50_1 (101), worst min path class primary input to primary output, Worst EP arrival 12,500 ps, Final min period 16,560 ps, GRT overflow 0, status finished clean, metal1 wirelength 11,800 µm, Top cell area share 38.4%, drt drc 0, CORE AREA 16,700 µm², leading area contributor after synthesis ha_1, Final Routed Wirelength 26,700 µm, gr usage total 30.9%, Antenna diodes 0, required time of the critical path 16,240 ps, Pre-Place Util 51.5%, Synthesis Warnings 2, # Max-Cap Violations 0, DR WL met3 1270 µm, cts-stage hold buffer count 0, vias in the first global route 8,135, Final Hold Viols 0, Flop area 0 µm², setup_tns 0 ps, Die W 133 µm, Sw Share 55.2%, Vias/cell 5.80, Tool Warnings 43, post-route cell area 9820 µm², Tcrit/Tclk final 81.6%, WL met2 12,600 µm, first-pass GRT wire length 42,100 µm, Syn-to-layout area delta 14.2%, DR WL/cell 17.9 µm, Cell Area, Synth 8590 µm², via count 8,639, flip-flops 0, Internal 0.109 mW, detailed placement HPWL 24,000 µm, Worst Setup Path Type primary input to primary output, Slowest cell on crit path clkdlybuf4s50_1, leakage 5.01 nW, Die Y 133 µm, post-CTS setup buffers 0, power share of the combinational group 100.0%, VDD IR max 0.0286 mV, Synth Seq Share 0%, placed inst area 9820 µm², CP max stage delay 560 ps, CTS resizes 0
[layout make-up]
type	instances	area, µm²
Inverter	172	646
Tap cell	220	275
Multi-Input combinational cell	996	7880
Timing Repair Buffer	102	1020
Fill cell	1629	6890
[Yosys cell counts (6+ instances only)]
master	instances
clkbuf_1	6
nor2b_1	18
nor3_1	18
o211ai_1	13
nand2b_1	16
inv_2	7
nand2_1	84
o21bai_1	6
a211oi_1	8
a21o_1	56
nand4_1	50
o21a_1	9
nor4_1	6
and3_1	15
a2111oi_0	6
xor2_1	24
nor2_1	59
inv_1	165
and2_1	7
ha_1	264
xnor2_1	67
o21ai_0	56
a21oi_1	82
nand3_1	60
[metrics by stage]
stage / hold WS (ps) / total power, mW / util, %
2_1_floorplan: 8230 / 0.162 / -
3_3_place_gp: 9410 / 0.240 / 58.8
3_5_place_dp: 9400 / 0.240 / 58.8
4_1_cts: 9410 / 0.242 / 58.8
5_1_grt: 9470 / 0.275 / 58.8
6_report: 9410 / 0.243 / 58.8
[kinds of logic after synthesis]
group | Yosys count | share of synthesized area (%)
fa+ha+maj | 266 | 38.9
compound gates | 278 | 21.2
xor+xnor | 92 | 9.46
simple gates | 360 | 22.1
buf+inv | 185 | 8.34
[worst paths after layout]
path | endpoint | cells past startpoint | start | slack [ps]
worst min-delay path | out | 4 | a_n[1] | 9410
worst max-delay path | out | 35 | addr_n[0] | 3740
[critical path: cells and delay by family]
| kind | cells | cell delay, ps |
|---|---|---|
| and+or+nand+nor | 11 | 2340 |
| AOI/OAI and AO/OA | 14 | 3160 |
| adders and majority gates | 5 | 1470 |
| buffers and inverters | 4 | 1310 |
| xor gates and xnor gates | 1 | 140 |
[power groups by stage]
| stage | registers [mW] | clock network, mW | logic [mW] |
|---|---|---|---|
| 4_1_cts | 0 | 0 | 0.242 |
| 5_1_grt | 0 | 0 | 0.275 |
| 6_report | 0 | 0 | 0.243 |
[per-layer routing]
layer,up-vias,global-route usage [%]
li1,4440,-
met5,-,0
met1,3898,40.3
met4,0,10.4
met3,49,2.41
met2,252,53.7
No activity file was given, so power comes from the tool's default toggle rates.
