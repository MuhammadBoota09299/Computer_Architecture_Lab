**flow/run.sh**
```bash
#!/bin/bash
# OpenROAD 26Q1-2900-gdf79404cd8, Yosys 0.63+post, stock flow scripts
make -C /OpenROAD-flow-scripts/flow DESIGN_CONFIG=/design/flow/config.mk WORK_HOME=/design/flow/orfs finish
```
**flow/config.mk**
```make
export PLATFORM = sky130hd
export DESIGN_NAME = pmp_registers
export DESIGN_NICKNAME = pmp_registers
export VERILOG_FILES = /design/flow/design.v
export SDC_FILE = /design/flow/constraint.sdc
export NUM_CORES = 4
export LEC_CHECK = 1
export CORE_AREA = 10 10 416 416
export DIE_AREA = 0 0 426 426
```
**flow/constraint.sdc**
```tcl
current_design pmp_registers

set clk_period 15.1
set clk_io_pct 0.2

create_clock -name clk0 -period $clk_period [get_ports {clock}]

set non_clock_inputs [all_inputs -no_clocks]
set_input_delay [expr $clk_period * $clk_io_pct] -clock clk0 $non_clock_inputs
set_output_delay [expr $clk_period * $clk_io_pct] -clock clk0 [all_outputs]
```
**flow/design.v**
```verilog
package cep_define;
typedef enum logic [11:0] {
    CSR_PMPCFG0  = 12'h3A0,
    CSR_PMPCFG1  = 12'h3A1,
    CSR_PMPCFG2  = 12'h3A2,
    CSR_PMPCFG3  = 12'h3A3,
    CSR_PMPADDR0  = 12'h3B0,
    CSR_PMPADDR1  = 12'h3B1,
    CSR_PMPADDR2  = 12'h3B2,
    CSR_PMPADDR3  = 12'h3B3,
    CSR_PMPADDR4  = 12'h3B4,
    CSR_PMPADDR5  = 12'h3B5,
    CSR_PMPADDR6  = 12'h3B6,
    CSR_PMPADDR7  = 12'h3B7,
    CSR_PMPADDR8  = 12'h3B8,
    CSR_PMPADDR9  = 12'h3B9,
    CSR_PMPADDR10 = 12'h3BA,
    CSR_PMPADDR11 = 12'h3BB,
    CSR_PMPADDR12 = 12'h3BC,
    CSR_PMPADDR13 = 12'h3BD,
    CSR_PMPADDR14 = 12'h3BE,
    CSR_PMPADDR15 = 12'h3BF
} pmp_csr_e;
typedef struct packed {
    logic        L;       
    logic [1:0]  reserved;  
    logic [1:0]  A;       
    logic        X;       
    logic        W;       
    logic        R;       
} pmpcfg;
typedef enum logic[1:0] { 
    OFF,
    TOR,
    NA4,
    NAPOT
 } mode;
typedef enum logic[1:0] { 
READ,
WRITE,
EXECUTE,
NOTHING
} operations;
endpackage
package packages;
    typedef enum logic [6:0] {
        R_TYPE = 7'b0110011,
        I_TYPE = 7'b0010011,
        STORE  = 7'b0100011,
        LOAD   = 7'b0000011,
        BRANCH = 7'b1100011,
        LUI    = 7'b0110111,
        AUIPC  = 7'b0010111,
        JAL    = 7'b1101111,
        JALR   = 7'b1100111
    } Opcodes;
    typedef enum logic [3:0] {
        ADD  = 4'b0000,
        SUB  = 4'b0001,
        SLL  = 4'b0010,
        SLT  = 4'b0100,
        SLTU = 4'b0110,
        XOR  = 4'b1000,
        SRL  = 4'b1010,
        SRA  = 4'b1011,
        OR   = 4'b1100,
        AND  = 4'b1110,
        PASS = 4'b0011
    } Alu_op;
    typedef enum logic [2:0] {
        BEQ  = 3'b000,
        BNE  = 3'b001,
        PC   = 3'b010,
        ALU  = 3'b011,
        BLT  = 3'b100,
        BGE  = 3'b101,
        BLTU = 3'b110,
        BGEU = 3'b111
    } Br_type;
    typedef enum logic [2:0] {
        LB_SB = 3'b000,
        LH_SH = 3'b001,
        LW_SW = 3'b010,
        LBU   = 3'b100,
        LHU   = 3'b101
    } load_store;
    parameter UART_BASE_ADDRESS = 28'h1600000;
    typedef enum logic [3:0] {
        STATUS_REG = 4'h0,
        DATA_REG   = 4'h4,
        CTRL_REG   = 4'h8,
        BAUD_REG   = 4'hC
    } uart_reg_address_t;
endpackage
import cep_define ::*;
module pmp_registers (
    input logic clock ,reset,wr_en,
    input logic [1:0]priv_mode,
    input logic [31:0]wdata,rw_addr,
    output logic [31:0]rdata,
    pmpaddr0_data,pmpaddr1_data,pmpaddr2_data,pmpaddr3_data,pmpaddr4_data,pmpaddr5_data,pmpaddr6_data,pmpaddr7_data,
    pmpaddr8_data,pmpaddr9_data,pmpaddr10_data,pmpaddr11_data,pmpaddr12_data,pmpaddr13_data,pmpaddr14_data,pmpaddr15_data,
    output logic [31:0] pmpcfg0_data, pmpcfg1_data, pmpcfg2_data, pmpcfg3_data
);
    logic [31:0]pmpaddr0,pmpaddr1,pmpaddr2,pmpaddr3,pmpaddr4,pmpaddr5,pmpaddr6,pmpaddr7,
    pmpaddr8,pmpaddr9,pmpaddr10,pmpaddr11,pmpaddr12,pmpaddr13,pmpaddr14,pmpaddr15;
    logic [31:0] pmpcfg0, pmpcfg1, pmpcfg2, pmpcfg3;
    always_ff @( negedge clock ) begin
        if (reset)begin
            pmpcfg0<=32'b0;
            pmpcfg1<=32'b0;
            pmpcfg2<=32'b0;
            pmpcfg3<=32'b0;
            pmpaddr0<=32'b0;
            pmpaddr1<=32'b0;
            pmpaddr2<=32'b0;
            pmpaddr3<=32'b0;
            pmpaddr4<=32'b0;
            pmpaddr5<=32'b0;
            pmpaddr6<=32'b0;
            pmpaddr7<=32'b0;
            pmpaddr8<=32'b0;
            pmpaddr9<=32'b0;
            pmpaddr10<=32'b0;
            pmpaddr11<=32'b0;
            pmpaddr12<=32'b0;
            pmpaddr13<=32'b0;
            pmpaddr14<=32'b0;
            pmpaddr15<=32'b0;
        end
        else if (wr_en && (priv_mode==2'b0)) begin
            case (rw_addr)
                CSR_PMPCFG0:
                    if (~(pmpcfg0[7]  || pmpcfg0[15] || pmpcfg0[23] || pmpcfg0[31]))
                        pmpcfg0 <= wdata;
                CSR_PMPCFG1:
                    if (~(pmpcfg1[7]  || pmpcfg1[15] || pmpcfg1[23] || pmpcfg1[31]))
                        pmpcfg1 <= wdata;
                CSR_PMPCFG2:
                    if (~(pmpcfg2[7]  || pmpcfg2[15] || pmpcfg2[23] || pmpcfg2[31]))
                        pmpcfg2 <= wdata;
                CSR_PMPCFG3:
                    if (~(pmpcfg3[7]  || pmpcfg3[15] || pmpcfg3[23] || pmpcfg3[31]))
                        pmpcfg3 <= wdata;
                CSR_PMPADDR0:
                    if (~pmpcfg0[7])        pmpaddr0  <= wdata;
                CSR_PMPADDR1:
                    if (~pmpcfg1[15])       pmpaddr1  <= wdata;
                CSR_PMPADDR2:
                    if (~pmpcfg0[23])       pmpaddr2  <= wdata;
                CSR_PMPADDR3:
                    if (~pmpcfg0[31])       pmpaddr3  <= wdata;
                CSR_PMPADDR4:
                    if (~pmpcfg1[7])        pmpaddr4  <= wdata;
                CSR_PMPADDR5:
                    if (~pmpcfg1[15])       pmpaddr5  <= wdata;
                CSR_PMPADDR6:
                    if (~pmpcfg1[23])       pmpaddr6  <= wdata;
                CSR_PMPADDR7:
                    if (~pmpcfg1[31])       pmpaddr7  <= wdata;
                CSR_PMPADDR8:
                    if (~pmpcfg2[7])        pmpaddr8  <= wdata;
                CSR_PMPADDR9:
                    if (~pmpcfg2[15])       pmpaddr9  <= wdata;
                CSR_PMPADDR10:
                    if (~pmpcfg2[23])       pmpaddr10 <= wdata;
                CSR_PMPADDR11:
                    if (~pmpcfg2[31])       pmpaddr11 <= wdata;
                CSR_PMPADDR12:
                    if (~pmpcfg3[7])        pmpaddr12 <= wdata;
                CSR_PMPADDR13:
                    if (~pmpcfg3[15])       pmpaddr13 <= wdata;
                CSR_PMPADDR14:
                    if (~pmpcfg3[23])       pmpaddr14 <= wdata;
                CSR_PMPADDR15:
                    if (~pmpcfg3[31])       pmpaddr15 <= wdata;
                default:  ;
            endcase
        end
    end
    always_comb begin
        if (priv_mode==2'b0 && !wr_en) begin
            case (rw_addr)
                CSR_PMPCFG0:   rdata = pmpcfg0;
                CSR_PMPCFG1:   rdata = pmpcfg1;
                CSR_PMPCFG2:   rdata = pmpcfg2;
                CSR_PMPCFG3:   rdata = pmpcfg3;
                CSR_PMPADDR0:  rdata = pmpaddr0;
                CSR_PMPADDR1:  rdata = pmpaddr1;
                CSR_PMPADDR2:  rdata = pmpaddr2;
                CSR_PMPADDR3:  rdata = pmpaddr3;
                CSR_PMPADDR4:  rdata = pmpaddr4;
                CSR_PMPADDR5:  rdata = pmpaddr5;
                CSR_PMPADDR6:  rdata = pmpaddr6;
                CSR_PMPADDR7:  rdata = pmpaddr7;
                CSR_PMPADDR8:  rdata = pmpaddr8;
                CSR_PMPADDR9:  rdata = pmpaddr9;
                CSR_PMPADDR10: rdata = pmpaddr10;
                CSR_PMPADDR11: rdata = pmpaddr11;
                CSR_PMPADDR12: rdata = pmpaddr12;
                CSR_PMPADDR13: rdata = pmpaddr13;
                CSR_PMPADDR14: rdata = pmpaddr14;
                CSR_PMPADDR15: rdata = pmpaddr15;
                default:       rdata = 32'b0;
            endcase
        end 
        else rdata = 32'b0;
    end
    assign pmpcfg0_data = pmpcfg0;
    assign pmpcfg1_data = pmpcfg1;
    assign pmpcfg2_data = pmpcfg2;
    assign pmpcfg3_data = pmpcfg3;
    assign pmpaddr0_data  = pmpaddr0;
    assign pmpaddr1_data  = pmpaddr1;
    assign pmpaddr2_data  = pmpaddr2;
    assign pmpaddr3_data  = pmpaddr3;
    assign pmpaddr4_data  = pmpaddr4;
    assign pmpaddr5_data  = pmpaddr5;
    assign pmpaddr6_data  = pmpaddr6;
    assign pmpaddr7_data  = pmpaddr7;
    assign pmpaddr8_data  = pmpaddr8;
    assign pmpaddr9_data  = pmpaddr9;
    assign pmpaddr10_data = pmpaddr10;
    assign pmpaddr11_data = pmpaddr11;
    assign pmpaddr12_data = pmpaddr12;
    assign pmpaddr13_data = pmpaddr13;
    assign pmpaddr14_data = pmpaddr14;
    assign pmpaddr15_data = pmpaddr15;
endmodule
```
==> impl_metrics.ini <==
; generated from flow reports
[status]
status = completed

[yosys]
ys_warn_count = 1
top_area_share_pct = 47.3
yosysChipArea_um2 = 27100
top_area_cell = dfxtp_1
edf_count = 0
synth.cellmix.compoundShare_pct = 21.0
avgSynthCellArea_um2 = 7.90
synth_area_um2 = 27100
synth_cell_types = 52
ys_ff = 640
async_flop_share_pct = 0
xor_share_pct = 0
top_logic_kind = simple AND/OR/NAND/NOR gates
ys_seq_share_pct = 47.3
synthTopCellsByCount = nand2_1, dfxtp_1, a21oi_1
mux_area_share_pct = 2.66
simple_gate_share_pct = 23.4
synth_dominant_cell_count = nand2_1
ys.flop_type = dfxtp_1
yosys.area_share.adder_pct = 0
synth_cells = 3427
ys_top_cells_by_area = dfxtp_1, nand2_1, a21oi_1
synth_stat.cells = 3427

[cts]
clock-sinks = 640
cts_tree = built
post_cts_buffers = 0
cts.root.buffer_cell = clkbuf_16
clkLatencyLatePin_ns = 0.71
ctsResizeCount = 0
cts_buffers = 81
cts.clk_slew.worst_paths_ns = 0.03
h-tree-depth = 3
cts_buffer_depth = 3
cts-hold-fix-buffers = 0

[hold_path]
holdCritStartpoint = pmpaddr13[26]
hold_depth = 2
hp-class = reg -> reg
whs_endpoint = pmpaddr13[26]

[setup_path]
timing.rr.end = pmpcfg3[21]
critPathKind = reg -> out
worstPathRequired_ns = 12.08
rr_worst_depth = 5
end_kind = output pin
cp_data_arrival_time_ns = 10.79
cp_max_fo = 6
rrSetupSlack_ns = 12.72
worstSetupStartpointType = register
worstReg2RegStart = pmpcfg3[23]

[place]
gp_congestion = 0.984
io_buffers = 740
post-place-ws_ns = 0.958
post-dp-hpwl_mm = 144
placed_area_um2 = 37000

[flow_run]
cap_violations = 0
warnings = 669

[detailed_routing]
drtIter0Drc = 4052
dr.pass1.iters = 6
num_vias = 33000
wl_per_cell_um = 29.5
wirelength_mm = 204
via_per_inst = 4.77
drc_errors = 0
antenna_left = 0

[global_routing]
grt_max_degree = 134
antenna_found_initial = 9
grt_use_total_pct = 21.8
grt_pass1_vias = 32200
grt_pass1_wl_mm = 269
gr-total-overflow = 0

[finish]
fillers = 17200
fin_area_um2 = 42200
layout-area-overhead-vs-synth_pct = 55.8
utilization_pct = 25.8
drive_above_1_share_pct = 9.28

[final_timing]
finalWorstSetupSlack_ns = 1.29
tns_ns = 0
relSlewSlack_pct = 32.4
rsz0062_at_grt = no
drv_slew = 0
tightest_slew_ns = 1.01
skew_ns = 0.0332
finalHoldViolCount = 0
setup_viol = 0

[floorplan]
fp_util_pct = 16.6
die_w_um = 426
rows = 148
core_area_um2 = 163000
dieArea_um2 = 181000
pin_count = 741
die_h_um = 426

[pwr]
leakage_uw = 0.0155
ir_drop_mv = 0.0798
p_per_area_nw_per_um2 = 108
total_power_uw = 4570
==> where the power goes <==
| group | internal (µW) | switching (µW) |
|---|---|---|
| sequential | 1700 | 0.0000000993 |
| clock | 1420 | 1310 |
| combinational | 31.7 | 99.8 |
| total | 3160 | 1410 |
==> per-stage QoR <==
stage / cells / hold WS [ns]
final: 6913 / 0.457
after global placement: 6120 / 0.451
after CTS: 6905 / 0.460
after global routing: 6908 / 0.479
after detailed placement: 6120 / 0.459
after floorplan: 3427 / 0.427
==> logic make-up after synthesis <==
family,Yosys count
and+or+nand+nor,1479
AOI/OAI and AO/OA,921
DFF,640
buffers and inverters,355
muxes,32
==> layer usage <==
| layer | wire, µm | global-route usage, % |
|---|---|---|
| met1 | 73300 | 25.2 |
| met5 | 251 | 0.688 |
| met4 | 16600 | 15.4 |
| met3 | 23200 | 9.50 |
| met2 | 90600 | 32.1 |
==> worst max-delay path, stage by stage, from the launching register on <==
cell and delay (ns):
dfxtp_1 0.40, mux4_2 0.64, a222oi_1 0.67, nand4_1 0.15, o21ba_2 0.26, clkdlybuf4s50_1 0.40
==> cell usage in the layout (no fill, tap or decap), types with 32 or more instances in the layout <==
| cell type | Yosys | layout |
|---|---|---|
| a22oi_1 | 139 | 139 |
| a21oi_1 | 609 | 609 |
| mux4_2 | 32 | 32 |
| a21oi_2 | 34 | 34 |
| inv_1 | 2 | 659 |
| buf_4 | 3 | 124 |
| nand2_1 | 1242 | 1242 |
| nand2_2 | 40 | 40 |
| clkdlybuf4s50_1 | 0 | 737 |
| dfxtp_1 | 640 | 640 |
| a22o_1 | 40 | 40 |
| clkbuf_16 | 0 | 82 |
| a222oi_1 | 37 | 37 |
==> final cells by class <==
class                           count  area, µm²  share of cell area [%]
Tap cell                         2175       2720                    6.45
Clock buffer                       82       2050                    4.87
Inverter                            1       3.75                 0.00890
Clock inverter                    704       3130                    7.41
Timing Repair Buffer              871       8490                    20.1
Sequential cell                   640      12800                    30.4
Multi-Input combinational cell   2432      12900                    30.7
Antenna cell                        8       20.0                  0.0475
==> worst max-delay path by stage <==
stage | startpoint | end | slack (ns) | depth (start not counted)
after CTS | pmpcfg3[15] | rdata[15] | 1.25 | 5
after global routing | pmpcfg3[15] | rdata[15] | 1.12 | 5
final | pmpcfg3[15] | rdata[15] | 1.29 | 5
Power and IR drop assume default switching activity.
